**./run.sh**
```bash
#!/bin/bash
# OpenROAD 26Q1-2900-gdf79404cd8, Yosys 0.63+post, stock flow scripts
make -C /OpenROAD-flow-scripts/flow DESIGN_CONFIG=/design/flow/config.mk WORK_HOME=/design/flow/orfs finish
```
**./config.mk**
```make
export PLATFORM = sky130hd
export DESIGN_NAME = my_design
export DESIGN_NICKNAME = my_design
export VERILOG_FILES = /design/flow/design.v
export SDC_FILE = /design/flow/constraint.sdc
export NUM_CORES = 4
export LEC_CHECK = 1
export CORE_AREA = 10 10 83 83
export DIE_AREA = 0 0 93 93
```
**./constraint.sdc**
```tcl
current_design my_design

set clk_period 5.6
set clk_io_pct 0.2

create_clock -name clk0 -period $clk_period

set non_clock_inputs [all_inputs -no_clocks]
set_input_delay [expr $clk_period * $clk_io_pct] -clock clk0 $non_clock_inputs
set_output_delay [expr $clk_period * $clk_io_pct] -clock clk0 [all_outputs]
```
**./design.v**
```verilog
module my_design (
    input  [7:0] A,
    input  [7:0] B,
    input  [2:0] opcode,
    output reg [7:0] out
);
always @(*) begin
    case (opcode)
        3'b000: out = A + B;
        3'b001: out = A - B;
        3'b010: out = A & B;
        3'b011: out = A | B;
        3'b100: out = A ^ B;
        3'b101: out = ~(A | B); 
        3'b110: out = ~(A & B); 
        3'b111: out = A; 
        default: out = 8'b0;
    endcase
end
endmodule
```
==> results.txt <==
Flow results.

- The flow ran to the end, and the final reports show no timing, DRC or antenna violations.
- The count of sequential standard cells is 0.
- The number of global-route vias before repair is 1034.
- The worst hold-check path type is in -> out.
- The largest individual stage delay along the critical path comes from the cell sky130_fd_sc_hd__clkdlybuf4s50_1.
- The biggest fanout along the worst timing path is 5.
- For this run, design rule violations remaining after detail routing come to 0.
- The setup fix buffers added after clock tree synthesis is 0.
- The post-placement worst setup slack is 0.507 ns.
- For met3 alone, demand over resource in global routing was 0.00646.
- In the synthesized netlist, the number of instances is 156.
- The longest incremental delay of any stage on the critical path is reported as 0.55 ns.
- The proportion of power drawn by flip-flops and latches is 0.
- Entering global routing, the biggest net connects 23 pins.
- The die covers 8650 sq um.
- The total global-route track usage is 0.0651.
- The sequential element share of the synthesized area is 0.
- The worst VDD IR drop from the latest analysis is 0.0342 mV.
- The smallest hold slack is 3.32 ns.
- Per the post-route antenna check, the number of violating nets is 0.
- Dividing the synthesized area by the synthesized cell count gives 7.49 sq um.
- The report lists the number of cells resized after CTS as 0.
- The most common logic cells in the final layout are sky130_fd_sc_hd__clkdlybuf4s50_1, sky130_fd_sc_hd__ha_1, sky130_fd_sc_hd__inv_1.
- The detailed router placed 1115 vias in this run.
- The number of cells in the yosys synthesis report is 156.
- The final weighted congestion recorded by global placement is 0.832.
- The critical path contains buffers and inverters numbering 3 combined.
- The detailed-route vias per instance is 4.46.
- Per the layout report, the design carries 591 filler cells.
- The global routing report lists met2 layer usage as 0.108.
- After floorplanning, the core was divided into 26 placement rows.
- The headroom to the max-slew limit is 0.750.
- The number of DRC markers after the initial detailed-route iteration is 30.
- After synthesis the cells add up to 1170 sq um.
- Setup repair after global routing left no endpoint under its margin.
- The total of endpoints with negative setup slack in the final report is 0.
- The worst setup path is of the in -> out kind.
- According to the I/O placement log, the pin count is 27.
- The fmax is 197 MHz.
- The internal power is 0.0000768 W.
- The area added between synthesis and finish is 28.7%.
- The number of antenna violations at the first check in global routing was 0.
- For this run, the number of Yosys warnings is 1.
- The total wirelength of the detailed-routed design is 2980 um.
- Summed over all nets, the half-perimeter wirelength after detailed placement is 2520 um.
- The yosys-reported design area after synthesis is 1170 sq um.
- The core box area is 5140 sq um.
- The initial utilization of the core area, before any placement, comes to 0.227.
- In this run the most used layer during global routing was met2.
- The endpoint arrival time on the critical path is 3.96 ns.
- The share of final-layout standard cells stronger than drive strength 1 is 0.0667.
- The clock tree buffer count of the final layout is 0.
- The horizontal die dimension reported for this design is 93 um.
- The first-pass GRT wire length is 4780 um.
- Of the available clock period, the critical path in the final layout requires 0.907.
- The footprint of the flip-flops and latches is 0 sq um.
- In this run the vertical extent of the chip is 93 um.
- The number of buffers inserted for hold repair after clock tree synthesis is 0.
- For this run the aggregate overflow at the end of global routing stands at 0.
- Input and output buffers added on the ports amount to 27.
- The final tally of hold violations is 0.
- The tally of OpenROAD warnings is 41.
- The slew at the pin closest to its max-slew limit is 0.375 ns.
- The first detailed-routing pass ran for 4 iterations.
- STA classifies the critical path endpoint as an output pin.
- The total count of max-transition violations in the final report is 0.
- The net switching power of the design is 0.0000651 W.
- The areal power density over the cells is 94.4 nW/um^2.
- The timing report attributes the biggest portion of critical-path delay to buffers and inverters.
- The share of total power dissipated in the clock network is 0.
- The critical path goes through clkdlybuf4s50_1, inv_1, ha_1, a31oi_1, xnor2_1, ha_1, a21o_1, a31o_2, a21oi_1, xnor2_1, a21oi_1, clkdlybuf4s50_1.
- The setup slack of the critical path after layout is 0.518 ns.
- The met1 usage is 0.0945.
- The endpoint required time on the critical path is 4.48 ns.
- The switching portion of total power comes to 0.459.
- Among logic cells in the layout, the one with the most instances is sky130_fd_sc_hd__clkdlybuf4s50_1.
- The wire length per cell after detailed routing is 11.9 um.
- The critical path launch point type is an input pin.
- The total inserted antenna cells is 0.
- The summed negative setup slack over all endpoints is 0 ns.
- The final critical delay including setup and external delays is 5.08 ns.
- The area used by multi-input combinational logic is 1040 sq um.
- The script extracted a total leakage power of 0.686 nW.
- Synthesis instantiated 40 different standard cells from the library.
- The count of maximum capacitance violations is 0.
- The combinational group share of total power is 1.000.
## final cells by class
| class | count | area share |
|---|---|---|
| tap | 70 | 0.0582 |
| multi-input combinational | 127 | 0.690 |
| inverter | 23 | 0.0574 |
| timing repair buffer | 30 | 0.195 |
## power by group through the flow
stage,Sequential [W],Combinational (W),Clock [W]
final,0,0.000142,0
after global routing,0,0.000160,0
after CTS,0,0.000144,0
## kinds of logic after synthesis
| family | after synthesis | synth area share |
|---|---|---|
| XOR/XNOR | 13 | 0.104 |
| adder cells (fa/ha/maj) | 25 | 0.274 |
| multiplexers | 9 | 0.0889 |
| AND-OR/OR-AND | 46 | 0.256 |
| AND/OR/NAND/NOR | 34 | 0.165 |
| buffers and inverters | 29 | 0.112 |
## synthesized netlist by cell type, types with 2 or more instances
master | n | area [sq um]
sky130_fd_sc_hd__o211ai_1 | 3 | 22.5
sky130_fd_sc_hd__nor3b_1 | 3 | 22.5
sky130_fd_sc_hd__xnor2_1 | 9 | 78.8
sky130_fd_sc_hd__ha_1 | 24 | 300
sky130_fd_sc_hd__nor2_1 | 11 | 41.3
sky130_fd_sc_hd__nand2_1 | 10 | 37.5
sky130_fd_sc_hd__o22ai_1 | 3 | 18.8
sky130_fd_sc_hd__nor3_2 | 2 | 20.0
sky130_fd_sc_hd__a221oi_1 | 2 | 17.5
sky130_fd_sc_hd__o221ai_1 | 2 | 17.5
sky130_fd_sc_hd__buf_2 | 3 | 15.0
sky130_fd_sc_hd__a21oi_1 | 12 | 60.1
sky130_fd_sc_hd__xor2_1 | 3 | 26.3
sky130_fd_sc_hd__mux2i_1 | 7 | 70.1
sky130_fd_sc_hd__o21ai_0 | 7 | 35.0
sky130_fd_sc_hd__buf_6 | 2 | 22.5
sky130_fd_sc_hd__a31oi_1 | 5 | 31.3
sky130_fd_sc_hd__inv_1 | 22 | 82.6
sky130_fd_sc_hd__a21o_1 | 5 | 37.5
## per-stage QoR
step	util	total power, W	area [sq um]	std cells
floorplan	-	0.0000896	1170	156
CTS	0.293	0.000144	1500	250
detailed placement	0.293	0.000143	1500	250
global placement	0.293	0.000143	1500	250
finish	0.293	0.000142	1500	250
global route	0.293	0.000160	1500	250
## final timing paths
check | cells past startpoint | from | to | slack [ns]
setup / recovery | 12 | B[0] | out[7] | 0.52
hold / removal | 4 | A[0] | out[0] | 3.32
## per-layer routing
layer	part of all wire	routed length, um	vias to the layer above
met5	0	0	-
met4	0	0	0
met3	0.036	106	0
met2	0.45	1350	17
met1	0.51	1530	494
li1	-	-	604
No activity file was given, so power comes from the tool's default toggle rates.
