### constraint.sdc
current_design lab4

set clk_period 49.8
set clk_io_pct 0.2

create_clock -name clk0 -period $clk_period [get_ports {clk}]

set non_clock_inputs [all_inputs -no_clocks]
set_input_delay [expr $clk_period * $clk_io_pct] -clock clk0 $non_clock_inputs
set_output_delay [expr $clk_period * $clk_io_pct] -clock clk0 [all_outputs]
### run.sh
#!/bin/bash
# OpenROAD 26Q1-2900-gdf79404cd8, Yosys 0.63+post, stock flow scripts
make -C /OpenROAD-flow-scripts/flow DESIGN_CONFIG=/design/flow/config.mk WORK_HOME=/design/flow/orfs finish
### config.mk
export PLATFORM = sky130hd
export DESIGN_NAME = lab4
export DESIGN_NICKNAME = lab4
export VERILOG_FILES = /design/flow/design.v
export SDC_FILE = /design/flow/constraint.sdc
export NUM_CORES = 4
export LEC_CHECK = 1
export CORE_UTILIZATION = 30
### design.v
module lab4 (
    input clk,
    input [1:0] opcode,
    input we,
    input [4:0] a1,
    input [4:0] a2,
    input [4:0] a3,
    input [31:0] wd3,
    output [31:0] result
);
    wire [31:0] rd1, rd2;
    RegisterFile rf (
        .CLK(clk),
        .WE3(we),
        .A1(a1),
        .A2(a2),
        .A3(a3),
        .WD3(wd3),
        .RD1(rd1),
        .RD2(rd2)
    );
    ALU alu (
        .opcode(opcode),
        .A(rd1),
        .B(rd2),
        .Result(result)
    );
endmodule
module ALU (
    input [1:0] opcode,
    input [31:0] A,
    input [31:0] B,
    output reg [31:0] Result
);
    always @(*) begin
        case (opcode)
            2'b00: Result = A + B;
            2'b01: Result = A - B;
            2'b10: Result = A << B;
            2'b11: Result = A >> B;
            default: Result = 32'b0;
        endcase
    end
endmodule
module RegisterFile (
    input CLK,
    input WE3,
    input [4:0] A1, A2, A3,
    input [31:0] WD3,
    output [31:0] RD1, RD2
);
    reg [31:0] registers [0:31];
    assign RD1 = registers[A1];
    assign RD2 = registers[A2];
    always @(posedge CLK) begin
        if (WE3)
            registers[A3] <= WD3;
    end
endmodule
==> flow.log <==
[flow] final metrics
[metrics] total antenna diodes in the routed design: 0
[metrics] height of the chip: 427.3 um
[metrics] Period Utilization, post-route: 0.5547
[metrics] area share of and-or/or-and cells after synthesis: 0.08929
[metrics] outcome: complete, no violations
[metrics] layer carrying the most global-route usage: met2
[metrics] yosys warns: 2
[metrics] largest registers: rf.registers (1024)
[metrics] gr usage total: 0.2278
[metrics] area of the chip: 0.1826 mm2
[metrics] number of global-route vias before repair: 38320
[metrics] Clock H-tree levels: 3
[metrics] final max-slew violation count: 0
[metrics] post-synth top area cell: sky130_fd_sc_hd__edfxtp_1
[metrics] placed wire-length estimate: 124200 um
[metrics] maximum fanout along the worst path: 94
[metrics] detailed-router iteration count before antenna repair: 6
[metrics] Top non-seq family: multiplexers
[metrics] share of cell area taken by muxes after synthesis: 0.2360
[metrics] clock sink total: 1024
[metrics] total DRC errors in the routed layout: 0
[metrics] Logic area: 0.02226 mm2
[metrics] TritonCTS Buffers: 104
[metrics] Least-Margin Pin Slew: 1.099 ns
[metrics] synthesis-stage register bit count: 1024
[metrics] average wire per standard cell: 31.82 um
[metrics] fraction of met2 tracks used by global routing: 0.3279
[metrics] Maximum Capacitance Violations: 0
[metrics] standard-cell rows: 155
[metrics] total via count after detailed routing: 36400
[metrics] critical path required time: 39.84 ns
[metrics] Seq share, synth: 0.5666
[metrics] clock-pin slew of the registers on the worst-case setup and hold paths: 0.06 ns
[metrics] Slew Limit Headroom: 0.2647
[metrics] CP arrival: 17.67 ns
[metrics] Synth async-reset ratio: 0
[metrics] width of the chip: 427.3 um
[metrics] share of layout cells above drive strength 1: 0.1951
[metrics] share of synthesized cell area in full adder, half adder and majority cells: 0.007746
[metrics] met1 track utilization from global routing: 0.2592
[metrics] worst vdd rail ir drop: 0.00002773 V
[metrics] Post-CTS Resized: 0
[metrics] simple logic cell fraction of the synthesized area: 0.06218
[metrics] yosys stat chip area: 0.05427 mm2
[metrics] Post-synth top flop: sky130_fd_sc_hd__edfxtp_1
[metrics] TritonCTS clock tree: done
[metrics] cell count in the Yosys report: 3682
[metrics] num ports: 83
[metrics] OpenROAD warning count: 28
[metrics] top area cells in the synthesized netlist: sky130_fd_sc_hd__edfxtp_1 (57%), sky130_fd_sc_hd__mux4_2 (12%), sky130_fd_sc_hd__mux2i_1 (11%), sky130_fd_sc_hd__a22oi_1 (4.0%), sky130_fd_sc_hd__nand3_1 (1.3%)
[metrics] met3 routing resource usage after global routing: 0.1727
[metrics] Setup CP Type: in2out
[metrics] Setup Total Neg Slack: 0 ns
[metrics] post-placement cell count: 6012
[metrics] most used logic cell in the final layout: sky130_fd_sc_hd__edfxtp_1
[metrics] Starting Density: 0.3032
[metrics] endpoint kind of the worst setup timing path: primary output
[metrics] maximum number of pins on one net before global-route repair: 111
[metrics] area taken by flip-flops and latches: 0.03075 mm2
[metrics] area of the core: 0.1790 mm2
[metrics] Achievable Freq: 36.20 MHz
[metrics] min Tclk post-route: 27.63 ns
[metrics] cell leakage power: 20.61 nW
[metrics] total power divided by cell area: 34.49 mW/mm2
[metrics] combined area of all synthesized cells: 0.05427 mm2
[metrics] wire length of the first global-routing pass: 278800 um
[metrics] clock buffer depth: 3
[metrics] XOR/XNOR Area Share: 0.008876
[metrics] initial drt markers: 3157
[metrics] final wirelength: 197400 um
[metrics] weighted congestion at the end of routability-driven global placement: 0.9903
[metrics] largest register by flop count: rf.registers
[metrics] layout filler cell count: 16900
[metrics] final instance count without filler cells: 6204
[metrics] number of synthesized flops with an enable pin: 1024
[metrics] Worst Setup Start Kind: input port
[metrics] hold path startpoint: wd3[31]
[metrics] synth unique cells: 87
[metrics] number of nets with antenna violations after routing: 0
[metrics] worst min-delay path category: in2reg
[metrics] Via-to-Cell Ratio: 5.868
[metrics] most frequent cells in the layout: sky130_fd_sc_hd__edfxtp_1 (1024), sky130_fd_sc_hd__mux2i_1 (593), sky130_fd_sc_hd__mux4_2 (296)
[metrics] Post-Synthesis Cells: 3682
[metrics] Yosys top cell area share: 0.5666
[metrics] mean post-synth cell area: 14.74 um2
[metrics] Hold Vio Cnt, Final: 0
[metrics] cell at the root of the clock tree: sky130_fd_sc_hd__clkbuf_16
[metrics] Largest register FFs: 1024
[metrics] hold bufs inserted after CTS: 0
[metrics] timing startpoint of the critical path: a2[2]
[metrics] number of antenna violations at the first check in global routing: 7
[metrics] final number of setup-violating endpoints: 0
[metrics] RSZ-0062 raised after global routing: false
[metrics] post-CTS setup buffer count: 0
[metrics] GRT Residual Overflow: 0
[metrics] P&R area growth vs syn: 13.55%
[metrics] number of port buffers: 82
-- power breakdown --
group / internal [W] / total [W] / switching [W]
Sequential: 0.000959 / 0.000964 / 0.00000472
Clock: 0.000439 / 0.000778 / 0.000339
Combinational: 0.000143 / 0.000384 / 0.000241
Total: 0.00154 / 0.00213 / 0.000585
-- per-layer routing --
| metal | routed length, um | up-vias |
|---|---|---|
| met2 | 87010 | 2598 |
| li1 | - | 15260 |
| met1 | 66210 | 18060 |
| met4 | 8921 | 20 |
| met3 | 34890 | 465 |
| met5 | 366 | - |
-- cell usage after synthesis (all sizes together) (6+ instances only) --
cell type  number
a211oi         37
o31ai          10
mux4          296
xor2           28
a21o           16
a31oi           8
nand2         101
mux2i         594
clkbuf         90
nor3           40
o21a            8
and2           13
o21ai         109
nor4           13
o221ai          6
inv            30
or3             8
a221oi          7
nor2b          33
nand3         144
a22oi         294
edfxtp       1024
ha             32
and4           14
nor2          169
o22ai          11
or2            16
nand4          38
buf           192
o211ai         36
nand2b         18
nand3b          6
xnor2          27
a22o           10
a21oi          92
nor3b          12
and3           17
mux2           17
-- final timing paths --
kind	endpoint	slack, ns	depth (start not counted)
hold / removal	rf.registers[8][31]$_DFFE_PP_	10.04	2
setup / recovery	result[31]	22.17	23
-- worst max-delay path: stages --
cell and delay (ns):
sky130_fd_sc_hd__buf_8 0.33, sky130_fd_sc_hd__buf_12 0.55, sky130_fd_sc_hd__buf_4 0.72, sky130_fd_sc_hd__buf_4 0.73, sky130_fd_sc_hd__mux4_2 0.59, sky130_fd_sc_hd__o211ai_1 0.20
sky130_fd_sc_hd__and4_1 0.41, sky130_fd_sc_hd__nand4_4 0.19, sky130_fd_sc_hd__or2_2 0.34, sky130_fd_sc_hd__o21ai_0 0.21, sky130_fd_sc_hd__xor2_1 0.21, sky130_fd_sc_hd__ha_1 0.31
sky130_fd_sc_hd__o21a_1 0.12, sky130_fd_sc_hd__a21o_1 0.18, sky130_fd_sc_hd__a211oi_1 0.36, sky130_fd_sc_hd__a21o_1 0.21, sky130_fd_sc_hd__a21oi_1 0.13, sky130_fd_sc_hd__a221o_1 0.39
sky130_fd_sc_hd__o41a_1 0.34, sky130_fd_sc_hd__xnor2_1 0.15, sky130_fd_sc_hd__nor2_1 0.07, sky130_fd_sc_hd__a311o_1 0.40, sky130_fd_sc_hd__clkdlybuf4s50_1 0.44
-- layout make-up --
| cell class | instances | share of cell area |
|---|---|---|
| flip-flops and latches | 1024 | 0.4990 |
| multi-input cells | 2346 | 0.3612 |
| well taps | 2355 | 0.04781 |
| clock buffers | 122 | 0.04367 |
| repair buffers | 257 | 0.03589 |
| clock inverters | 70 | 0.01064 |
| inverters | 30 | 0.001827 |
-- cells by family after synthesis --
kind of cell	count (synthesis)
mux	907
flops	1024
compound gates	697
simple gates	654
fa+ha+maj	33
xor+xnor	55
buf+inv	312
-- metrics by stage --
step	hold WS, ns	utilization	total power (W)	setup slack, ns	area (um2)
global placement	10.79	0.3256	0.001358	22.31	58280
detailed placement	10.80	0.3256	0.001357	22.25	58280
CTS	10.02	0.3443	0.002126	22.25	61630
floorplan	10.06	-	0.001205	24.24	54270
finish	10.04	0.3443	0.002125	22.17	61630
global route	10.06	0.3443	0.002188	21.80	61630
Power figures rest on the tool's default switching activity, not on a simulated workload.
