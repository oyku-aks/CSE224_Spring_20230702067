`config.mk`:
```
export PLATFORM = sky130hd
export DESIGN_NAME = main_design
export DESIGN_NICKNAME = main_design
export VERILOG_FILES = /design/flow/design.v
export SDC_FILE = /design/flow/constraint.sdc
export NUM_CORES = 4
export LEC_CHECK = 1
export CORE_UTILIZATION = 30
```
`constraint.sdc`:
```
current_design main_design

set clk_period 4.0
set clk_io_pct 0.2

create_clock -name clk0 -period $clk_period [get_ports {clk}]

set non_clock_inputs [all_inputs -no_clocks]
set_input_delay [expr $clk_period * $clk_io_pct] -clock clk0 $non_clock_inputs
set_output_delay [expr $clk_period * $clk_io_pct] -clock clk0 [all_outputs]
```
`design.v`:
```
module SevenSegmentDecoder(
    input [3:0] digit,
    output reg [6:0] seg
);
    always @(*) begin
        case (digit)
            4'd0: seg = 7'b1000000;
            4'd1: seg = 7'b1111001;
            4'd2: seg = 7'b0100100;
            4'd3: seg = 7'b0110000;
            4'd4: seg = 7'b0011001;
            4'd5: seg = 7'b0010010;
            default: seg = 7'b1111111;
        endcase
    end
endmodule
module main_design (
    input clk,
    input rst,
    output [6:0] seg,
    output [7:0] an
);
    reg [3:0] count;
    reg [26:0] one_second_counter;
    reg one_second_enable;
    assign an = 8'b01111111;
    always @(posedge clk or posedge rst) begin
        if (rst) begin
            one_second_counter <= 0;
            one_second_enable <= 0;
        end else if (one_second_counter >= 100_000_000 - 1) begin
            one_second_counter <= 0;
            one_second_enable <= 1;
        end else begin
            one_second_counter <= one_second_counter + 1;
            one_second_enable <= 0;
        end
    end
    always @(posedge clk or posedge rst) begin
        if (rst)
            count <= 4'd0;
        else if (one_second_enable) begin
            if (count == 4)
                count <= 4'd0;
            else
                count <= count + 1;
        end
    end
    SevenSegmentDecoder decoder (
        .digit(count),
        .seg(seg)
    );
endmodule
```
`run.sh`:
```
#!/bin/bash
# OpenROAD 26Q1-2900-gdf79404cd8, Yosys 0.63+post, stock flow scripts
make -C /OpenROAD-flow-scripts/flow DESIGN_CONFIG=/design/flow/config.mk WORK_HOME=/design/flow/orfs finish
```
==> results.tsv <==
metric	value	unit
status	finished clean	
drt wl/cell	12.84	um
RSZ-0062 raised after global routing	no	
Ports	17	
Logic area	1069	um^2
#FFs+latches synth	32	
worst r2r dst	one_second_counter[18]$_DFF_PP0_	
Setup violations, final	0	
Max-slew headroom	42.48	%
cell area after layout	2192	um^2
Setup crit end	seg[3]	
layout cells sized above 1	9.545	%
clock root cell	clkbuf_8	
grt ovf	0	
post-synthesis cell count	217	
top cells, area	dfrtp_1, nor3_1, a211oi_1	
Final HPWL DP	2.535	mm
OpenROAD warning count	28	
switching power	0.1217	mW
GRT Util Overall	11.61	%
Seq pwr share	55.1	%
final setup TNS	0	ns
max frequency	0.3505	GHz
top layer reached by signal wires	met4	
synthesis area per yosys	1997	um^2
Logic pwr share	1.4	%
CP Buf/Inv Count	2	
CP arrival	2.05	ns
CTS Sinks	32	
Clk network pwr share	43.5	%
met2 WL post-DR	1.723	mm
Cell variety after synth	42	
Hold Crit Start	one_second_counter[0]$_DFF_PP0_	
port bufs	8	
core area	6386	um^2
Main synth FF type	dfrtp_1	
Pwr Density	267.8	nW/um^2
crit path capture type	output pin	
Slew Viols, Final	0	
CP Launch Type	register	
Switching Share	20.73	%
FF/Latch Area	800.8	um^2
CP max stage delay	0.41	ns
Initial DRC Count	83	
Reg-to-Reg Start	one_second_counter[3]$_DFF_PP0_	
die area	6986	um^2
die width	83.59	um
hold buffer count at CTS	0	
via count	1585	
depth of the most critical reg-to-reg path	5	
syn_area_per_cell	9.202	um^2
cts repair resizes	0	
die height	83.59	um
crit-path max FO	7	
crit path from	count[0]$_DFFE_PP0P_	
most frequent CP cell	nor3_1	
Top-area cell share	40.10	%
Layout area overhead	9.774	%
TritonRoute pass-1 iters	4	
vias in the first global route	1462	
synth warn	2	
clk slew on worst S/H paths	0.06	ns
CTS Buf Count	5	
DRC	0	
Final ANT Viol Nets	0	
Synth Seq Share	40.10	%
Worst Skew	0.005537	ns
first-pass GRT wire length	6.762	mm
Post-Route WL	3.814	mm
Fin. Hold Viols	0	
Cell Chain, Critical Path	inv_1 > ha_1 > nor3_1 > nor3_1 > a31oi_1 > or2_2 > clkdlybuf4s50_1	
CP top delay family	buffers and inverters	
Post-CTS Setup Inserts	0	
clk buf depth	2	
Cell Area, Placed	2102	um^2
vias per cell	5.337	
Synth Cell Area	1997	um^2
critical path class	reg -> out	
Worst Tran Pin Value	0.8628	ns
antenna diode count	0	
FILL cells	652	
number of enable flip-flop cells	0	
H-tree levels	2	
starting density of the core	31.27	%
GP Congestion	0.7899	
slowest CP cell	dfrtp_1	
antenna violations before repair	0	
Leakage	0.8624	nW
WL met1	1.907	mm
ys cells	217	
peak supply drop	0.1622	mV
min cycle time layout	2.853	ns
Hold WC Path Type	reg -> reg	
CTS tree	yes	
met3 WL post-DR	122	um
final worst path period share	71.33	%
WP depth	7	
Critical Path RT	3.20	ns
Post-synth ARST share	100.0	%
reg2reg setup slack	1.69	ns
max cap viols	0	
clock latency (worst-skew pair)	0.28	ns
FP Rows	29	
P_int	0.4654	mW
top cell type by total area after synthesis	dfrtp_1	
pin count of the biggest net entering global routing	33	
[synthesized netlist by cell type, types with 4 or more instances]
cell type  count
inv_1          9
or4_1          8
ha_1           5
o21ai_0       13
nand4_1       11
nand3_1       10
xor2_1         8
nor2_1         4
a211oi_1      12
and3_1         4
dfrtp_1       32
or2_2          4
or3_1          4
buf_4          9
clkbuf_1       9
nand2_1       13
o31ai_1        8
nor3_1        18
[final cells by class]
| class | instances | area share, % |
|---|---|---|
| Multi-Input combinational cell | 160 | 48.74 |
| Sequential cell | 32 | 36.53 |
| Timing Repair Buffer | 11 | 4.680 |
| Clock buffer | 8 | 4.110 |
| Inverter | 9 | 1.541 |
| Tap cell | 77 | 4.395 |
[worst min-delay path by stage]
stage                                  to  slack, ns  depth (start not counted)
6_report  one_second_counter[0]$_DFF_PP0_       0.53                          1
5_1_grt   one_second_counter[0]$_DFF_PP0_       0.55                          1
4_1_cts   one_second_counter[0]$_DFF_PP0_       0.53                          1
[worst register-to-register path, cell delays in order (launching register included)]
cell       delay, ns
dfrtp_1         0.43
and4_2          0.34
nand4b_1        0.17
a2111oi_4       0.81
buf_4           0.35
a211oi_1        0.07
[power groups by stage]
stage / Sequential, mW / Combinational, mW / Clock (mW)
final: 0.324 / 0.00800 / 0.255
after global routing: 0.323 / 0.00984 / 0.280
after CTS: 0.324 / 0.00890 / 0.264
[through the flow]
step | setup WS, ns | utilization (%) | hold WS, ns | std cells | total power [mW]
6_report | 1.147 | 34.33 | 0.5289 | 297 | 0.5871
5_1_grt | 0.9450 | 34.33 | 0.5463 | 297 | 0.6133
4_1_cts | 1.132 | 34.33 | 0.5271 | 297 | 0.5965
3_5_place_dp | 1.437 | 32.92 | 0.5180 | 289 | 0.3385
3_3_place_gp | 1.493 | 32.92 | 0.5167 | 289 | 0.3385
2_1_floorplan | 1.852 | - | 0.4812 | 223 | 0.3400
[registers in the layout, summed over array words and instances, names as in the netlist]
signal              count
count                   4
one_second_enable       1
one_second_counter     27
[metal layers]
| metal | track usage, % | vias up |
|---|---|---|
| li1 | - | 798 |
| met1 | 17.58 | 752 |
| met2 | 18.40 | 27 |
| met3 | 1.807 | 8 |
| met4 | 1.541 | 0 |
| met5 | 0 | - |
[cells by family (layout without fill, tap and decap cells)]
kind of cell	Yosys count	count (layout)	share of synthesized area, %
flip-flops	32	32	40.10
AND-OR/OR-AND	46	46	17.48
buffers and inverters	31	28	8.082
AND/OR/NAND/NOR	90	90	26.00
other	2	8	0.3761
XOR/XNOR	11	11	4.825
adder cells (fa/ha/maj)	5	5	3.133
[placed cells by master, fill, tap and decap left out, drive strengths merged, types with 9 or more instances in the layout]
cell type,count
nor3,18
nand3,10
or4,10
a211oi,14
nand4,11
nand2,13
o21ai,13
inv,9
dfrtp,32
Power figures rest on the tool's default switching activity, not on a simulated workload.
